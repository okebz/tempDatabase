==> ./config.mk <==
export PLATFORM = sky130hd
export DESIGN_NAME = custom_max_pool
export DESIGN_NICKNAME = custom_max_pool
export VERILOG_FILES = /design/flow/design.v
export SDC_FILE = /design/flow/constraint.sdc
export NUM_CORES = 4
export LEC_CHECK = 1
export CORE_UTILIZATION = 40
==> ./constraint.sdc <==
current_design custom_max_pool

set clk_period 7.0
set clk_io_pct 0.2

create_clock -name clk0 -period $clk_period [get_ports {clk}]

set non_clock_inputs [all_inputs -no_clocks]
set_input_delay [expr $clk_period * $clk_io_pct] -clock clk0 $non_clock_inputs
set_output_delay [expr $clk_period * $clk_io_pct] -clock clk0 [all_outputs]
==> ./design.v <==
`timescale 1ns / 1ps 
module max_pool(p0, p1, p2, p3, out);
input [7:0] p0, p1, p2, p3; 
output[7:0] out;
  assign out = p0 > p1 && p0 > p2 && p0 > p3 ? p0 :
               p1 > p2 && p1 > p3            ? p1 :
               p2 > p3                       ? p2 : p3; 
endmodule
module custom_max_pool(clk, input_stream, reset, output_stream, data_valid);
parameter IMAGE_WIDTH = 8;
input clk, reset;
input[7:0] input_stream;
output[7:0] output_stream;
output reg  data_valid;
reg [7:0]row1[0:IMAGE_WIDTH-1];
reg [7:0]row2[0:1];
integer i;
reg [1:0] STATE;
reg [3:0] counter;
reg [6:0] counter_finish;
always@(posedge clk)begin
  if(reset == 1'b1)begin
    STATE <= 0;
    counter <= 1;
    counter_finish <= 0;
     data_valid <= 0;
  end
  else if(STATE == 0)begin
    if(counter == 10)begin
      STATE <= 1;     
      counter <= 1;
      data_valid <= 1;
    end
    else begin
      STATE <= 0;     
      counter <= counter + 1;
      data_valid <= 0;
    end
    counter_finish <= counter_finish + 1;
  end
  else if(STATE == 1)begin
    if(counter_finish == 7'd64)begin
      STATE <= 3;     
      counter<= 0;
      data_valid <= 0;
    end
    else if(counter == 5'd7)begin
      STATE <= 2;     
      counter<= 1;
      data_valid <= 0;
    end
    else begin  
      STATE <= 1;     
      counter<= counter+1;
      data_valid <= 1;
    end
      counter_finish <= counter_finish + 1;
  end
  else if(STATE == 2)begin
    if(counter == 5'd1)begin
      STATE <= 1;     
      counter <= 1;
      data_valid <=1;
    end
    else begin  
      STATE <= 2;     
      counter<= counter+1;
      data_valid <=0;
    end
    counter_finish <= counter_finish + 1;
  end
  else if(STATE == 3)begin
    STATE <= 3;     
    data_valid <= 0;
    counter<= 0;
    counter_finish <= 0;
  end
end
always@(posedge clk)begin
  row1[0] <= input_stream;
  row2[0] <= row1[IMAGE_WIDTH-1];
  row2[1] <= row2[0];
  for(i = 1; i < IMAGE_WIDTH; i=i+1)begin
    row1[i] <= row1[i-1];
  end
end           
max_pool mp(row1[0],row1[1], row2[0],row2[1], output_stream);
endmodule
==> ./run.sh <==
#!/bin/bash
# OpenROAD 26Q1-2900-gdf79404cd8, Yosys 0.63+post, stock flow scripts
make -C /OpenROAD-flow-scripts/flow DESIGN_CONFIG=/design/flow/config.mk WORK_HOME=/design/flow/orfs finish
==> results.toml <==
# synthesis and place-and-route metrics
[global_routing]
track_usage = 0.159
antenna_found_initial = 0
grt_pass1_wl_um = 12200
grt.overflow.total = 0
grt_pass1_vias = 2633
grt_start_max_net_pins = 18

[placement]
dp.cells = 515
dp_hpwl_um = 5330
portBuffers = 18
place.gp.congestion = 0.893

[pwr]
worst_ir_drop_vdd_mv = 0.129
power.share.clock = 0.310
p_sw_frac = 0.248
p_sw_w = 0.000260
power_density_mw_per_mm2 = 241
total_power_w = 0.00105
seqPwrFrac = 0.566
p_comb_frac = 0.123
p_leak_nw = 1.88
internal_power_w = 0.000788

[yosys]
yosys_warnings = 5
postSynthSeqShare = 0.497
numSynthFlops = 96
ys_types = 47
yosysTopAreaCellShare = 0.497
syn-cell-area_mm2 = 0.00387
synthCells = 373
avgSynthCellArea_um2 = 10.4
yosysChipArea_mm2 = 0.00387
synth_top_cell_by_area = "dfxtp_1"
top_cells_by_area = "dfxtp_1, ha_1, a21oi_1"
synthFlopType = "dfxtp_1"
ys_cells = 373
async_flop_share = 0
edf_count = 0

[clock_tree]
cts.sinks = 96
ctsResizeCount = 0
h-tree-depth = 3
post_cts_buffers = 0
clock_path_buffers = 2
clk_latency_ns = 0.35
cts_tree = "yes"
clk_pin_slew_ns = 0.09
root_buffer = "clkbuf_8"
cts_buffers = 9
cts_hold_buf = 0

[sta]
max-slew-margin-rel = 0.433
final_hold_viol_count = 0
fmax_ghz = 0.222
finalClockPeriodUsage = 0.642
finalSetupViolations = 0
min_period_ns = 4.50
grt_setup_unrepaired = "no"
fin_skew_ns = 0.00774
tightestPinTransition_ns = 0.843
setup_tns_ns = 0
final_max_slew_viol_count = 0

[outcome]
status = "completed"

[floorplanning]
die_area_mm2 = 0.0101
io_pins = 19
core_mm2 = 0.00928
die_x_um = 100
die_y_um = 100
row_count = 35
fp_util = 0.417

[critical_path]
critical_path.max_stage_delay_ns = 0.63
critPathArrivalTime_ns = 3.10
cpMaxStageDelayCell = "nor3_1"
crit_path_end_kind = "output pin"
cp-start-kind = "register"
critical_path_peak_fanout = 8
crit_top_cell = "nor3_1"
cp.required_ns = 5.60
worstPathCellList = "inv_1, ha_1, nor2b_1, o211ai_1, a21oi_1, nor3_1, nor3_1, o31ai_1, clkdlybuf4s50_1"
crit_type = "reg -> out"

[final_layout]
final_util = 0.469
drive_above_1_share = 0.0572
area_delta_synth_final_pct = 12.6
finalNonFillerCells = 531

[route]
first_pass_iters = 4
vias_per_cell = 5.14
avgRoutedWirePerCell_um = 13.5
ant_nets = 0
route.vias.total = 2731
antennaDiodeCount = 0
wl_um = 7190
drc = 0
drt-initial-drc-count = 109

[worst_hold_path]
holdCritPathClass = "reg -> reg"

[job]
warning_count = 28
max-cap-violations = 0
[sequential cells by signal (all words and copies together), names as in the netlist]
signal and flops:
data_valid 1, row1 64, counter 4, row2 16
STATE 4, counter_finish 7
[cells by family after synthesis]
logic type      share of synthesized area
simple gates                        0.135
flops                               0.497
xor+xnor                          0.00453
fa+ha+maj                           0.171
mux                               0.00259
buf+inv                            0.0404
compound gates                      0.149
[power groups by stage]
stage	sequential (W)	clock, W	combinational, W
after CTS	0.000595	0.000343	0.000130
after global routing	0.000598	0.000362	0.000148
final	0.000594	0.000326	0.000129
[Yosys cell counts, drive strengths merged, types with 5 or more instances]
master	n
dfxtp	96
nand3	16
o31ai	11
nor2b	7
a21oi	28
inv	32
o211ai	5
nand2	12
nand4	10
nor3	14
nor2	18
o21ai	10
a221oi	8
and3	9
ha	53
[final timing paths]
kind,start,end,slack [ns],cells after the start
max,row2[0][1],output_stream[5],2.50,9
min,row1[4][0],row1[5][0],0.33,0
max reg2reg,counter_finish[2],counter[0],5.18,6
min reg2reg,row1[4][0],row1[5][0],0.33,0
[per-layer routing]
metal  global-route usage  up-vias  share of wire
li1                     -     1403              -
met1                0.233     1253           0.49
met2                0.255       67           0.45
met3               0.0347        8          0.050
met4               0.0190        0          0.014
met5                    0        -              0
[worst max-delay path: cells and delay by family (launching register included)]
| kind | cells | cell delay, ns |
|---|---|---|
| buffers and inverters | 2 | 0.61 |
| adders and majority gates | 1 | 0.31 |
| DFF | 1 | 0.40 |
| and+or+nand+nor | 3 | 0.88 |
| AOI/OAI and AO/OA | 3 | 0.55 |
[per-stage QoR]
step	area [µm²]	hold WS, ns	setup WS, ns
after floorplan	3870	0.310	3.71
after global placement	4170	0.310	2.89
after detailed placement	4170	0.312	2.87
after CTS	4360	0.327	2.46
after global routing	4360	0.335	2.25
final	4360	0.330	2.50
[layout by cell type (no fill, tap or decap), types with 3 or more instances in the layout]
cell             netlist  routed
inv_1                 32      32
nand4_1               10      10
a21o_1                 3       3
nor2_1                18      18
nor3_1                12      12
a21oi_1               28      28
a221oi_1               8       8
clkbuf_8               0      11
and3_1                 9       9
o31ai_1               11      11
or3_1                  3       3
o21ai_0                8       8
ha_1                  53      53
nand3_1               16      16
clkdlybuf4s50_1        0      18
nor2b_1                7       7
o211ai_1               5       5
dfxtp_1               96      96
a31oi_1                4       4
nand2_1               12      12
[area by class of cell]
class | instances | area [µm²]
clock buffers | 12 | 155
multi-input cells | 240 | 1790
clock inverters | 4 | 28.8
repair buffers | 18 | 180
fillers | 876 | 4930
inverters | 32 | 120
well taps | 129 | 161
flip-flops and latches | 96 | 1920
